`flow/config.mk`:
```
export PLATFORM = sky130hd
export DESIGN_NAME = clock
export DESIGN_NICKNAME = clock
export VERILOG_FILES = /design/flow/design.v
export SDC_FILE = /design/flow/constraint.sdc
export NUM_CORES = 4
export LEC_CHECK = 1
export CORE_UTILIZATION = 40
```
`flow/constraint.sdc`:
```
current_design clock

set clk_period 17.5
set clk_io_pct 0.2

create_clock -name clk0 -period $clk_period [get_ports {clk}]

set non_clock_inputs [all_inputs -no_clocks]
set_input_delay [expr $clk_period * $clk_io_pct] -clock clk0 $non_clock_inputs
set_output_delay [expr $clk_period * $clk_io_pct] -clock clk0 [all_outputs]
```
`flow/design.v`:
```
module clock(input logic clk, Reset, gameEnd, gameStart,
				 input logic [3:0] level,
				 output logic [5:0] tim );
	 logic[31:0] time_internal;
	 logic [3:0] prevLevel;
    always_ff @ (posedge Reset or posedge clk)
	 begin: countdown
        if (Reset)   
        begin 
				time_internal <= 3000000000;
				prevLevel <= 0;
        end
		  else if(level > prevLevel)
		  begin
				prevLevel <= level;
				time_internal <= 3000000000;
		  end
		  else if (gameStart == 1'b0 || gameEnd == 1'b1)
		  begin
				time_internal <= 3000000000;
		  end
		  else
		  begin
				if(time_internal == 0)
				begin
					time_internal <= 32'b0;
				end
				else
				begin
				time_internal <= time_internal - 1;
				end
		  end
	end 
	assign tim = time_internal/50000000;
endmodule 
```
`flow/run.sh`:
```
#!/bin/bash
# OpenROAD 26Q1-2900-gdf79404cd8, Yosys 0.63+post, stock flow scripts
make -C /OpenROAD-flow-scripts/flow DESIGN_CONFIG=/design/flow/config.mk WORK_HOME=/design/flow/orfs finish
```
==> reports/summary.log <==
qor: clock_tree.worstSkewPairLatency 0.28 ns
qor: setup_path.nature_of_the_critical_path_startpoint register
qor: logic_synthesis.yosysCellCount 872
qor: power.total_leakage_power 2.358 nW
qor: logic_synthesis.synth.yosys.warnings 1
qor: global_routing.antenna_found_initial 0
qor: global_routing.number_of_global_route_vias_before_repair 5885
qor: setup_path.path_class register to output pin
qor: logic_synthesis.ys_types 106
qor: layout.final-instance-count-excl-fill 1061
qor: setup_path.timing.critical_path.buf_inv 3
qor: final_timing.tns 0 ns
qor: global_routing.global_route.usage.met2 38.04%
qor: clock_tree.cts_inserted_buffers 5
qor: global_routing.gr-usage-all-layers 24.08%
qor: hold_path.min-delay-path-class register to register
qor: layout.post_route_cells_drive_above_1_share 11.29%
qor: run.warning_count 25
qor: layout.area_delta_synth_final 6.195%
qor: floorplan.dieArea 16410 µm²
qor: final_timing.max-slew-margin-rel 35.15%
qor: clock_tree.cts_post_setup_buffers_inserted 0
qor: drt.number_of_vias_per_cell_after_detailed_routing 6.279
qor: logic_synthesis.mappedNetlistArea 6362 µm²
qor: global_routing.overflow 0
qor: placed_design.rd_place_congestion 0.9292
qor: drt.detail_route.drc_violations 0
qor: clock_tree.post_cts_repair_resize_count 0
qor: logic_synthesis.syn-mean-instance-area 7.296 µm²
qor: floorplan.starting_density 41.39%
qor: run_status.status finished, final reports clean
qor: global_routing.largest_net_degree_at_the_start_of_global_routing 37
qor: final_timing.fmax 73.69 MHz
qor: global_routing.grt_use_met3 1.956%
qor: final_timing.timing_max_transition_violations_final 0
qor: floorplan.floorplan.die.height 128.1 µm
qor: logic_synthesis.syn_inst 872
qor: clock_tree.cts-root-to-sink-buffers 2
qor: final_timing.final.hold.worst_slack 0.4920 ns
qor: clock_tree.cts_num_sinks 36
qor: hold_path.min_from time_internal[0]
qor: final_timing.worst_slew_pin_slew 0.9682 ns
qor: drt.n_antenna_cell 0
qor: placed_design.minimum_setup_slack_after_placement 4.339 ns
qor: clock_tree.htree_depth 2
qor: clock_tree.worst_setup_hold_path_clk_slew 0.06 ns
qor: placed_design.placement.io_buffers 13
qor: clock_tree.clock-root-buffer sky130_fd_sc_hd__clkbuf_16
qor: setup_path.critPathCaptureType output pin
qor: logic_synthesis.postSynthRegisterBits 36
qor: layout.filler_cell_count 1540
qor: final_timing.final_hold_viol_count 0
qor: power.power-per-cell-area 60.09 nW/µm²
qor: logic_synthesis.synth.yosys.seq_area_share 14.40%
qor: drt.dr.first_iter.drc_count 643
qor: drt.detail_route.wirelength 19000 µm
qor: setup_path.critical_path.startpoint time_internal[13]
qor: floorplan.num_rows 45
qor: floorplan.placeableCoreArea 15370 µm²
qor: run.maxCapViolCount 0
qor: global_routing.grt_pass1_wl 31430 µm
qor: global_routing.gr-max-usage-layer met2
qor: final_timing.post-route-worst-setup-slack 3.930 ns
qor: power.p_total 0.0004060 W
qor: setup_path.worstPathRequired 14.00 ns
qor: placed_design.post-place-cells 1053
qor: logic_synthesis.yosysChipArea 6362 µm²
qor: power.power.ir.vdd_worst 0.08928 mV
qor: setup_path.crit_path_max_fanout 19
qor: floorplan.die-width 128.1 µm
qor: setup_path.critical-path-slowest-cell sky130_fd_sc_hd__a31oi_1
qor: final_timing.fin_crit 13.57 ns
qor: logic_synthesis.number_of_flops_mapped_to_enable_cells_by_yosys 0
qor: drt.wl_per_cell 17.90 µm
qor: final_timing.grt_setup_unrepaired false
qor: setup_path.critical_path_arrival 10.07 ns
qor: drt.drtAntennaViolNets 0
qor: drt.vias 6662
qor: setup_path.worst_path_dominant_cell_family AND-OR/OR-AND gates
qor: setup_path.r2r_start time_internal[4]
qor: global_routing.global_route.usage.met1 37.31%
qor: final_timing.timing.clock.skew 0.003906 ns
qor: clock_tree.cts_tree yes
qor: final_timing.layout_worst_path_cycle_share 77.54%
qor: floorplan.floorplan.io_pins 14
qor: setup_path.critical-path-max-stage-delay 0.77 ns
qor: clock_tree.quantity_of_hold_fixing_buffers_added_after_cts 0
qor: logic_synthesis.ys.flop_type sky130_fd_sc_hd__dfrtp_1
qor: final_timing.setup-violations-final 0
qor: drt.drt-pass1-iter-count 6
qor: placed_design.post_dp_hpwl 14800 µm
qor: logic_synthesis.ys_async_sr_fraction 100.0%
-- logic make-up (layout without fill, tap and decap cells) --
logic type,count (synthesis),after routing,share of synthesized area (%)
adders and majority gates,7,7,1.298
muxes,17,17,2.871
DFF,36,36,14.40
buffers and inverters,69,47,4.385
xor gates and xnor gates,69,69,9.499
AOI/OAI and AO/OA,282,282,35.38
and+or+nand+nor,392,392,32.17
-- cell usage after synthesis, types with 9 or more instances --
cell,n,area share [%]
sky130_fd_sc_hd__o21ai_0,41,3.2
sky130_fd_sc_hd__a21oi_1,40,3.1
sky130_fd_sc_hd__nor2_1,95,5.6
sky130_fd_sc_hd__o211ai_1,14,1.7
sky130_fd_sc_hd__nand3_1,33,2.6
sky130_fd_sc_hd__nor3_1,43,3.4
sky130_fd_sc_hd__xor2_1,24,3.3
sky130_fd_sc_hd__a31oi_1,11,1.1
sky130_fd_sc_hd__inv_1,17,1.0
sky130_fd_sc_hd__nand2_1,80,4.7
sky130_fd_sc_hd__and3_1,11,1.1
sky130_fd_sc_hd__a21o_1,12,1.4
sky130_fd_sc_hd__xnor2_1,45,6.2
sky130_fd_sc_hd__nor4_1,23,2.3
sky130_fd_sc_hd__and2_1,16,1.6
sky130_fd_sc_hd__o31ai_1,15,1.8
sky130_fd_sc_hd__or3_1,16,1.6
sky130_fd_sc_hd__a211oi_1,12,1.4
sky130_fd_sc_hd__nand2b_1,15,1.5
sky130_fd_sc_hd__clkbuf_1,33,1.9
sky130_fd_sc_hd__nand4_1,10,0.98
sky130_fd_sc_hd__dfrtp_1,24,9.4
sky130_fd_sc_hd__a211o_1,9,1.2
sky130_fd_sc_hd__dfstp_2,12,5.0
sky130_fd_sc_hd__mux2i_1,9,1.4
-- path summary, 6_finish.rpt --
path | end | slack (ns) | cells past startpoint
max | tim[0] | 3.93 | 28
min | time_internal[0] | 0.49 | 1
max reg2reg | time_internal[21] | 14.06 | 10
min reg2reg | time_internal[0] | 0.49 | 1
max in group asynchronous | time_internal[28] | 13.54 | 3
min in group asynchronous | prevLevel[1] | 3.62 | 3
-- cell type report --
class                   count  area [µm²]  share of cell area, %
repair buffers             19       175.2                  2.593
inverters                  20       81.33                  1.204
clock inverters             2       13.76                 0.2037
flip-flops and latches     36       915.9                  13.56
clock buffers               6       138.9                  2.056
well taps                 211       264.0                  3.907
multi-input cells         767        5167                  76.48
-- flip-flops by register name (all words and copies together), names as in the netlist --
register and count:
prevLevel 4, time_internal 32
-- power by group --
part | switching (W) | total [W] | internal (W) | leakage [nW]
clock network | 0.0000353 | 0.0000921 | 0.0000569 | 0.0772
logic | 0.000115 | 0.000206 | 0.0000906 | 1.83
registers | 0.0000129 | 0.000108 | 0.0000951 | 0.450
total | 0.000163 | 0.000406 | 0.000243 | 2.36
-- through the flow --
stage | utilization [%] | cell area (µm²)
detailed placement | 42.96 | 6604
global placement | 42.96 | 6604
CTS | 43.96 | 6756
floorplan | - | 6362
global route | 43.96 | 6756
finish | 43.96 | 6756
-- worst reg2reg max path, delay by kind of cell, from the launching register on --
kind                   cells  cell delay (ns)
buffers and inverters      1             0.27
AND/OR/NAND/NOR            9             2.65
flip-flops                 1             0.40
-- cells in the final DEF, fill, tap and decap left out, drive strengths merged, types with 6 or more instances in the layout --
master | synthesis | routed
a2111oi | 6 | 6
a211o | 9 | 9
a211oi | 16 | 16
a21o | 13 | 13
a21oi | 45 | 45
a311oi | 9 | 9
a31oi | 13 | 13
and2 | 16 | 16
and3 | 11 | 11
buf | 16 | 6
clkbuf | 33 | 6
clkdlybuf4s50 | 0 | 13
dfrtp | 24 | 24
dfstp | 12 | 12
inv | 18 | 19
mux2 | 7 | 7
mux2i | 10 | 10
nand2 | 81 | 81
nand2b | 15 | 15
nand3 | 33 | 33
nand4 | 10 | 10
nor2 | 96 | 96
nor3 | 49 | 49
nor4 | 26 | 26
o211a | 7 | 7
o211ai | 15 | 15
o21a | 8 | 8
o21ai | 49 | 49
o22ai | 6 | 6
o311ai | 7 | 7
o31a | 7 | 7
o31ai | 18 | 18
o41ai | 6 | 6
or2 | 10 | 10
or3 | 16 | 16
or4 | 8 | 8
xnor2 | 45 | 45
xor2 | 24 | 24
-- per-layer routing --
metal / wire, µm / vias up
met4: 196 / 0
met1: 9193 / 3157
met5: 0 / -
met3: 1023 / 16
met2: 8583 / 206
li1: - / 3283
Power figures rest on the tool's default switching activity, not on a simulated workload.
