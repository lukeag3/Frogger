===== ./config.mk =====
export PLATFORM = sky130hd
export DESIGN_NAME = score_to_hex
export DESIGN_NICKNAME = score_to_hex
export VERILOG_FILES = /design/flow/design.v
export SDC_FILE = /design/flow/constraint.sdc
export NUM_CORES = 4
export LEC_CHECK = 1
export CORE_UTILIZATION = 30

===== ./constraint.sdc =====
current_design score_to_hex

set clk_period 22.4
set clk_io_pct 0.2

create_clock -name clk0 -period $clk_period

set non_clock_inputs [all_inputs -no_clocks]
set_input_delay [expr $clk_period * $clk_io_pct] -clock clk0 $non_clock_inputs
set_output_delay [expr $clk_period * $clk_io_pct] -clock clk0 [all_outputs]

===== ./design.v =====
module score_to_hex(input logic [15:0] score,
						  output logic [3:0] hex_num_4, hex_num_3, hex_num_2, hex_num_1, hex_num_0);
always_comb begin
		hex_num_0 <= score%10;
		hex_num_1 <= (score/10)%10;
		hex_num_2 <= (score/100)%10;
		hex_num_3 <= (score/1000)%10;
		hex_num_4 <= (score/10000)%10;
end
endmodule 

===== ./run.sh =====
#!/bin/bash
# OpenROAD 26Q1-2900-gdf79404cd8, Yosys 0.63+post, stock flow scripts
make -C /OpenROAD-flow-scripts/flow DESIGN_CONFIG=/design/flow/config.mk WORK_HOME=/design/flow/orfs finish

==> run summary <==
This memo summarizes the results of the implementation run.

Finish
The share of cells above drive strength 1 is 0.0879. The clock buffer count is 0. The growth of design area from synthesis to finish is 6.69%. In the final layout, the fill cell count is approximately 3500. Summing all multi-input logic gate instances after layout gives roughly 0.0093 mm2. Registers take 0 um2. The count of flip-flops and latches is 0.

Synth
The tally of yosys warning messages is 1. The synthesized netlist was found by Yosys to have 1573 cells. For reference, the top cells by area after synthesis are nor2_1 (6.7%), xnor2_1 (6.4%), nand2_1 (5.7%). The fraction of post-synthesis cell area in the top cell type by area is 0.0666. The cell count after synthesis is around 1600. The biggest area contributor in the post-synthesis netlist is nor2_1. The number of different library cells in the post-synthesis netlist is 117.

The Yosys chip area is slightly below 0.01 mm2. The share of the Yosys chip area taken by registers is 0. The synthesized netlist occupies a cell area of just under 0.01 mm2. The per-instance average area after synthesis is 6.30 um2.

Setup path
Looking at the critical path, the single cell with the biggest stage delay is nor3_2. The peak fanout along the critical path is 35. The sort of element at the end of the critical path is an output pin. STA classifies the critical path startpoint as an input pin.

The arrival time reported for the critical path endpoint is 15.94 ns. The type of the worst setup path is in -> out. The maximum single-stage delay on the critical path is between 0.7 and 0.8 ns. The required time of the critical path is 17.92 ns. The most repeated library cell on the critical path is o211ai_1.

Placement
The global placement routability congestion is between 0.9 and 1. Per the post-place timing report, worst setup slack is roughly 2.2 ns. As logged by OpenROAD, the buffers inserted on ports number 35.

The half-perimeter wire length after detailed placement is approximately 25 mm.

GRT
The via count of the first global-routing pass is approximately 11000. The all-layer global routing usage is 0.196. The first global-routing pass estimated around 55 mm of wire. The initial antenna violation count is 0. Entering global routing, the biggest net connects around 49 pins.

The aggregate global routing overflow is 0.

STA
The post-layout period usage of the worst path is 0.912. For reference, the final report shows the hold violation count at 0. The final worst hold slack is ~9.8 ns. Setup repair after global routing left no endpoint under its margin. The last timing report of the flow puts the setup violation total at 0. At the pin with the least slew margin, the transition time is 0.959 ns.

The routed design could run at a clock period as short as 20.42 ns. The maximum operating frequency is approximately 0.05 GHz. The final setup slack of the worst path is around 2.0 ns.

Max-slew check failures listed in the final report amount to 0. Setup total negative slack on the finished layout was measured at 0 ns. The worst relative slew slack is 0.356.

Pwr
The leakage power summed over all cells is ~3.6 nW. The script extracted a net switching power of between 600 and 700 uW. Of the total power, combinational logic draws 1.000. The proportion of power drawn by the clock network is 0. Per the summary, power density relative to cell area is 102 mW/mm2.

The switching portion of total power is 0.579. The relative contribution of sequential cells to total power is 0. The cell-internal power is 456 uW. Per the power-grid run, VDD falls by no more than 0.0626 mV. Power comes to 1.08 mW.

Drt
The count of inserted antenna diode cells is 0. The script parses the final routing iteration and logs DRC violations as 0. Wires add up to around 33 mm.

Across all layers, the routed design uses 12167 vias. The post-detailed-route wirelength per cell is 16.9 um. The post-detailed-route via-to-cell ratio is just over 6. The DRC violation total after the first TritonRoute iteration is about 1100. The antenna violation net count after detailed routing is 0. The first TritonRoute pass finished after 6 iterations.

Min path
The terminating pin of the worst hold path is hex_num_0[0]. The number of instances on the worst hold path is 2. The path class of the lowest-slack min-delay path is in -> out. Per the hold report, the tightest min-delay path originates at score[0].

Floorplan
The die span in x is 184 um. 36 I/O pins were placed. The core box area is 0.0325 mm2. The total number of placement rows is 66. The overall die area is between 0.03 and 0.04 mm2. The vertical die dimension is around 180 um. The pre-placement core utilization is 0.305.

Run
OpenROAD emitted warnings numbering 33. The total of max-cap violations is 0.

Run status
The flow ran to the end, and the final reports show no timing, DRC or antenna violations.

Clock network
Post-CTS repair ended up resizing 0 cells. The post-CTS setup repair buffer count is 0. For this design, the CTS-stage hold fixing added 0 buffers.
-- cells in the mapped netlist, types with 11 or more instances --
cell type / number
nor2_1: 176
nand2_1: 150
a21oi_1: 105
o21ai_0: 94
xnor2_1: 72
nor3_1: 69
clkbuf_1: 59
nand3_1: 54
a211oi_1: 40
inv_1: 38
a31oi_1: 34
o211ai_1: 34
buf_2: 29
mux2i_1: 25
nor4_1: 22
o31ai_1: 22
and3_1: 21
o21a_1: 21
or3_1: 21
nand4_1: 19
or2_2: 19
o21ai_1: 18
and2_1: 17
xor2_1: 17
a21o_1: 15
maj3_1: 15
o22ai_1: 15
nor2b_1: 14
ha_1: 13
a31o_2: 11
buf_4: 11
-- final cells by class --
| class | instances | area share |
|---|---|---|
| Timing Repair Buffer | 67 | 0.0553 |
| Tap cell | 442 | 0.0523 |
| Multi-Input combinational cell | 1424 | 0.876 |
| Inverter | 45 | 0.0160 |
-- routing by layer --
layer,wire length [um],vias to the layer above,GRT usage,share of wire
met5,0,-,0,0
met4,482,0,0.0307,0.014
met3,2280,45,0.0131,0.068
met2,14200,499,0.297,0.42
met1,16500,5583,0.305,0.49
li1,-,6040,-,-
-- worst max-delay path: cells and delay by family --
kind,cells,cell delay [ns]
simple gates,11,4.48
compound gates,13,3.86
buf+inv,5,1.46
fa+ha+maj,3,1.02
mux,1,0.47
xor+xnor,1,0.13
-- through the flow --
step,instances,cell area (um2),utilization
final,1978,10600,0.325
after global routing,1978,10600,0.325
after CTS,1978,10600,0.325
after detailed placement,1978,10600,0.325
after global placement,1978,10600,0.325
after floorplan,1573,9920,-
-- cells by family after synthesis --
logic type / synth area share
AND-OR/OR-AND: 0.449
XOR/XNOR: 0.0819
adder cells (fa/ha/maj): 0.0327
buffers and inverters: 0.0650
multiplexers: 0.0336
other: 0.000378
AND/OR/NAND/NOR: 0.338
-- worst max path at each step --
| stage | start | end | slack [ns] | depth (start not counted) |
|---|---|---|---|---|
| 4_1_cts | score[13] | hex_num_1[3] | 2.17 | 34 |
| 5_1_grt | score[13] | hex_num_1[3] | 1.19 | 34 |
| 6_report | score[13] | hex_num_1[3] | 1.98 | 34 |
-- cells in the final DEF, fill, tap and decap left out, drive strengths merged, types with 15 or more instances in the layout --
cell type / n
and2: 18
a21o: 15
nand4: 20
o22ai: 15
buf: 33
nand3: 55
or3: 24
nor3: 76
or2: 23
nor2: 181
and3: 21
xnor2: 74
nand2: 151
inv: 40
o31ai: 22
clkdlybuf4s50: 34
o211ai: 34
a21oi: 109
maj3: 16
a31oi: 36
mux2i: 25
a211oi: 44
nor4: 23
xor2: 17
o21ai: 115
o21a: 21
-- power groups by stage --
stage | clock network (mW) | logic (mW) | registers, mW
6_report | 0 | 1.08 | 0
5_1_grt | 0 | 1.20 | 0
4_1_cts | 0 | 1.07 | 0
Power and IR drop assume default switching activity.
